**./design.v**
```verilog
module long_btn_press(
    input clk,
    input s1,
    output led1,
    output led2
);
    reg [43:0] counter = 0;
    parameter CLOCK_RATE_HZ = 50_000_000;
    initial begin
        led1 = 1;
        led2 = 1;
    end
    always @(posedge clk) begin
        if (s1 == 0) begin 
            counter <= counter + 1;
            if (counter >= CLOCK_RATE_HZ * 5) begin  
                led1 <= ~led1;
                led2 <= ~led2;
                counter <= 0;
            end 
        end else begin
            counter <= 0;
        end
    end
endmodule
```
**./run.sh**
```bash
#!/bin/bash
# OpenROAD 26Q1-2900-gdf79404cd8, Yosys 0.63+post, stock flow scripts
make -C /OpenROAD-flow-scripts/flow DESIGN_CONFIG=/design/flow/config.mk WORK_HOME=/design/flow/orfs finish
```
**./config.mk**
```make
export PLATFORM = sky130hd
export DESIGN_NAME = long_btn_press
export DESIGN_NICKNAME = long_btn_press
export VERILOG_FILES = /design/flow/design.v
export SDC_FILE = /design/flow/constraint.sdc
export NUM_CORES = 4
export LEC_CHECK = 1
export CORE_AREA = 10 10 106 106
export DIE_AREA = 0 0 116 116
```
**./constraint.sdc**
```tcl
current_design long_btn_press

set clk_period 3.6
set clk_io_pct 0.2

create_clock -name clk0 -period $clk_period [get_ports {clk}]

set non_clock_inputs [all_inputs -no_clocks]
set_input_delay [expr $clk_period * $clk_io_pct] -clock clk0 $non_clock_inputs
set_output_delay [expr $clk_period * $clk_io_pct] -clock clk0 [all_outputs]
```
==> impl_metrics.env <==
# source this file to load flow results
export IMPL_fin_crit_sh_pct=56.95
export IMPL_ios=4
export IMPL_async_reset_ff_share_pct=0
export IMPL_cts_tree="yes"
export IMPL_antenna_left=0
export IMPL_cts_buffers_inserted=5
export IMPL_cts_clk_slew_worst_paths_ns=0.09
export IMPL_critPathLaunchType="flip-flop"
export IMPL_htreeDepth=2
export IMPL_register_area_sq_um=940.9
export IMPL_vias_per_cell=4.408
export IMPL_fillers=907
export IMPL_hold_buffers=0
export IMPL_setup_violations=0
export IMPL_hold_slack_ns=0.5175
export IMPL_root_buffer="clkbuf_8"
export IMPL_syn_area_sq_mm=0.002019
export IMPL_comb_area_sq_mm=0.001045
export IMPL_slowest_stage="dfxtp_1"
export IMPL_gr_usage_all_layers_pct=5.191
export IMPL_gp_congestion=0.8149
export IMPL_cts_sinks=46
export IMPL_crit_type="flip-flop to flip-flop"
export IMPL_crit_fanout=9
export IMPL_grt_pass1_vias=1220
export IMPL_power_frac_comb_pct=0.7
export IMPL_grt_start_max_net_pins=29
export IMPL_cp_cell_sequence="ha_1 -> and3_1 -> nand4_1 -> or3_1 -> a211oi_2"
export IMPL_worstMarginPinSlew_ns=0.8456
export IMPL_drt_iter0_drc=150
export IMPL_cts_buffer_depth=2
export IMPL_grt_ovfl_total=0
export IMPL_cellPowerDensity_mw_per_mm2=414.4
export IMPL_ys_area_sq_mm=0.002019
export IMPL_cts_resized=0
export IMPL_stdcell_count=311
export IMPL_worst_ep_arrival_time_ns=2.27
export IMPL_top_cells_by_area="dfxtp_1 44%, nor3_2 6.9%, a211oi_2 4.3%"
export IMPL_die_w_microns=116
export IMPL_maxCapViolations=0
export IMPL_drive_above_1_share_pct=19.70
export IMPL_fin_ws_ns=1.550
export IMPL_first_pass_iters=4
export IMPL_wire_per_inst_microns=11.16
export IMPL_synth_edff_count=2
export IMPL_hold_viol=0
export IMPL_rows=34
export IMPL_top_area_cell="dfxtp_1"
export IMPL_warning_count=27
export IMPL_fp_utilization_pct=22.82
export IMPL_dp_cells=303
export IMPL_finClkSkew_ns=0.008917
export IMPL_fin_area_sq_mm=0.002306
export IMPL_dp_hpwl_microns=2291
export IMPL_core_sq_mm=0.008848
export IMPL_lay_top_count="dfxtp_1"
export IMPL_syn_inst=186
export IMPL_synth_cell_types=41
export IMPL_drv_slew=0
export IMPL_die_size_y_microns=116
export IMPL_yosysSeqAreaShare_pct=46.59
export IMPL_yosys_warnings=5
export IMPL_place_ws_ns=1.579
export IMPL_antenna_found_initial=0
export IMPL_area_delta_synth_final_pct=14.19
export IMPL_syn_area_per_cell_sq_um=10.86
export IMPL_numSynthFlops=46
export IMPL_p_sw_share_pct=18.72
export IMPL_max_stage_delay_ns=0.44
export IMPL_status="finished, final reports clean"
export IMPL_ir_drop_mv=0.1860
export IMPL_internal_power_uw=776.7
export IMPL_p_seq_share_pct=55.0
export IMPL_die_area_sq_mm=0.01346
export IMPL_insertedDiodeCount=0
export IMPL_p_switching_uw=178.9
export IMPL_numPortBuffers=3
export IMPL_hold_class="flip-flop to flip-flop"
export IMPL_fin_tns_setup_ns=0
export IMPL_worst_slew_margin_rel_pct=43.63
export IMPL_grt_pass1_wl_microns=5851
export IMPL_fmax_mhz=487.8
export IMPL_top_cell_area_share_pct=43.62
export IMPL_rsz0062_at_grt="no"
export IMPL_p_leak_nw=0.7427
export IMPL_vias=1371
export IMPL_ff_type="dfxtp_1"
export IMPL_clk_latency_ns=0.29
export IMPL_required_ns=3.82
export IMPL_layout_top_cells="44 x dfxtp_1, 16 x conb_1, 14 x nor3_2"
export IMPL_cts_setup_buffers=0
export IMPL_yosysCellCount=186
export IMPL_p_clk_share_pct=44.3
export IMPL_drc=0
export IMPL_routed_wl_microns=3470
export IMPL_min_period_ns=2.050
export IMPL_placed_cell_area_sq_mm=0.002173
export IMPL_cp_end_kind="flip-flop"
==> worst paths after layout <==
check	endpoint	cells past startpoint	slack, ns	from
min	counter[27]	2	0.52	counter[27]
min reg2reg	counter[27]	2	0.52	counter[27]
max	counter[26]	5	1.55	counter[0]
max reg2reg	counter[26]	5	1.55	counter[0]
==> metal layers <==
layer / global-route usage [%] / routed length, microns
met1: 7.933 / 1793
met2: 7.660 / 1507
met3: 0.8896 / 123
met4: 0.8340 / 45
met5: 0 / 0
==> cell usage after synthesis, types with 2 or more instances <==
master,n
or4_4,2
nor3_2,14
o31ai_1,5
dfxtp_1,44
nor4_1,4
a21oi_1,2
ha_1,2
a211oi_2,7
xor2_1,10
buf_6,4
nand4_1,8
buf_2,3
and3_1,4
edfxtp_1,2
xnor2_1,3
inv_1,4
o21ai_0,9
nand2_1,8
nand3_1,8
and4_1,6
or4_1,3
nor3_1,2
or3_1,8
a211oi_1,6
nand4_4,2
==> registers in the layout (all words and copies together) (netlist names) <==
register and count:
led2 1, counter 44, led1 1
==> stage by stage <==
step / utilization, % / total power, mW
after floorplan: - / 0.5397
after global placement: 24.56 / 0.5441
after detailed placement: 24.56 / 0.5449
after CTS: 26.06 / 0.9710
after global routing: 26.06 / 0.9872
final: 26.06 / 0.9556
==> worst max-delay path, delay by kind of cell, from the launching register on <==
kind                     cells  cell delay, ns
AND-OR/OR-AND                1            0.21
adder cells (fa/ha/maj)      1            0.21
AND/OR/NAND/NOR              3            1.11
flip-flops                   1            0.44
==> area by class of cell <==
class,instances,area share [%]
clock buffers,6,4.069
clock inverters,2,1.682
inverters,4,0.6511
multi-input cells,141,45.31
flip-flops and latches,46,40.80
well taps,108,5.860
repair buffers,4,1.628
==> cells by family (layout without fill, tap and decap cells) <==
kind of cell | after synthesis | after routing | synth area share (%)
AND/OR/NAND/NOR | 77 | 77 | 28.87
flip-flops | 46 | 46 | 46.59
other | 1 | 16 | 0.1857
buffers and inverters | 14 | 16 | 4.460
XOR/XNOR | 13 | 13 | 5.638
AND-OR/OR-AND | 33 | 33 | 13.01
adder cells (fa/ha/maj) | 2 | 2 | 1.239
==> power by group through the flow <==
stage	clock network [mW]	registers [mW]	logic (mW)
after CTS	0.438	0.526	0.00698
after global routing	0.452	0.527	0.00812
final	0.423	0.526	0.00658
Power figures rest on the tool's default switching activity, not on a simulated workload.
