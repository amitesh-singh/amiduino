==> design.v <==
module debounce(input s1,
    input clk,
    output led1
);
parameter CLK_CYCLES = 50_000_000;  
parameter DEBOUNCE_TIMEOUT_CYCLES = CLK_CYCLES/100; 
reg [24: 0] counter;
reg myled;
reg button_in;
initial begin
    counter <= 0;
    myled = 1;
end
always @(posedge clk) begin
    button_in <= s1;
end
always @(posedge clk) begin
    counter <= counter + 1'b1;
    if (counter > DEBOUNCE_TIMEOUT_CYCLES) begin
        myled <= button_in;
        counter <= 0;
    end
end
assign led1 = myled;
endmodule
module switches_to_leds(input clk,
    input s1, s2, s3, s4,
    output led1, led2, led3, led4);
    debounce d1(s1, clk, led1);
    debounce d2(s2, clk, led2);
    debounce d3(s3, clk, led3);
    debounce d4(s4, clk, led4);
endmodule
==> run.sh <==
#!/bin/bash
# OpenROAD 26Q1-2900-gdf79404cd8, Yosys 0.63+post, stock flow scripts
make -C /OpenROAD-flow-scripts/flow DESIGN_CONFIG=/design/flow/config.mk WORK_HOME=/design/flow/orfs finish
==> config.mk <==
export PLATFORM = sky130hd
export DESIGN_NAME = switches_to_leds
export DESIGN_NICKNAME = switches_to_leds
export VERILOG_FILES = /design/flow/design.v
export SDC_FILE = /design/flow/constraint.sdc
export NUM_CORES = 4
export LEC_CHECK = 1
export CORE_UTILIZATION = 30
==> constraint.sdc <==
current_design switches_to_leds

set clk_period 3.5
set clk_io_pct 0.2

create_clock -name clk0 -period $clk_period [get_ports {clk}]

set non_clock_inputs [all_inputs -no_clocks]
set_input_delay [expr $clk_period * $clk_io_pct] -clock clk0 $non_clock_inputs
set_output_delay [expr $clk_period * $clk_io_pct] -clock clk0 [all_outputs]
==> qor.yml <==
cts:
  ctsHtreeMaxLevel: 3
  clockBufferDepth: 2
  cts_tree: "done"
  post_cts.repair.setup_buffers: 0
  cts_buffers: 9
  insertion_delay_ps: 350
  cts.repair.resized: 0
  root_buffer: "clkbuf_16"
  cts.clk_slew.worst_paths_ps: 70
  clock_sinks: 108
  cts_hold_buffers: 0
synth:
  netlist_instances: 482
  ys_ff: 108
  synth.largest_area_cell: "dfxtp_1"
  yosys.stat.seqShare_pct: 49.00
  common_cells: "dfxtp_1 (104), nor2_1 (39), a21oi_1 (35)"
  synth_cell_types: 45
  syn_area_um2: 4494
  synthMostInstantiatedCell: "dfxtp_1"
  yosys_warnings: 1
  edf_count: 4
  syn_avg_cell_area_um2: 9.324
  synth_top_area_share_pct: 46.33
  async_flop_share_pct: 0
  ys.flop_type: "dfxtp_1"
  area_leaders: "dfxtp_1 (46%), xnor2_1 (5.8%), a21oi_1 (3.9%)"
  ys_chip_area_um2: 4494
  ys_cells: 482
global_route:
  first_global_vias: 3045
  grt_max_degree: 21
  grt_pass1_wl_um: 13770
  grt_antenna_before_repair: 0
  gr-total-overflow: 0
  grtUsageTotal_pct: 10.62
drt:
  dr.first_iter.drc_count: 190
  routed_wl_um: 7933
  drc_errors: 0
  vias_per_cell: 4.803
  ant_nets: 0
  drtPass1Iterations: 4
  vias: 3348
  antennaDiodeCount: 0
  wl_per_cell_um: 11.38
finish:
  drive_gt1_share_pct: 5.848
  syn2layout_area_growth_pct: 14.59
  final_cells: 697
timing:
  finalCriticalPeriod_ps: 2239
  hold_viol_final: 0
  finalClockPeriodUsage_pct: 63.97
  rsz0062_at_grt: "false"
  skew_ps: 9.580
  finalSetupViolCount: 0
  max_freq_mhz: 446.6
  finalSetupTns_ps: 0
  relSlewSlack_pct: 44.74
  drv_slew: 0
  worst_slew_pin_slew_ps: 823.9
floorplan:
  initCoreUtil_pct: 30.81
  chip_area_um2: 15470
  die_w_um: 124.4
  rows: 44
  coreArea_um2: 14590
  dieHeight_um: 124.4
  ios: 9
worst_hold_path:
  hold_class: "reg2reg"
placement:
  dpl.cell_count: 681
  dp.final_hpwl_um: 5334
  gp_congestion: 0.8669
  io_buffers: 8
power:
  peakVddDrop_uv: 242.6
  p_leak_uw: 0.001584
  power_density_nw_per_um2: 453.7
critical_path:
  worstPathRequired_ps: 3560
  crit_fanout: 11
  worst_setup_path_start_kind: "register"
  critPathCaptureType: "register"
  crit_arrival_ps: 2300
  criticalPathCategory: "reg2reg"
outcome:
  status: "completed"
job:
  cap_viol_max_count: 0
  warnings: 29
where the power goes:
group	leakage (µW)	internal, µW	switching, µW
Clock	0.000159	582	471
Combinational	0.000535	11.5	9.09
Sequential	0.000890	1260	6.51
Total	0.00158	1850	487
cell type report:
cell class                 instances  area (µm²)
sequential                       108        2202
clock buffer                      11       275.3
fill                            1383        9439
timing repair buffer              11       102.6
inverter                          20       75.07
clock inverter                     5       46.29
multi-input combinational        358        2218
tap                              184       230.2
layout by cell type, fill, tap and decap left out, types with 2 or more instances in the layout:
cell type	count
nand4_1	24
clkdlybuf4s50_1	8
conb_1	24
or2_2	3
and4b_1	2
nor2_1	39
or4b_1	2
dfxtp_1	104
edfxtp_1	4
buf_4	3
nor4_1	14
inv_1	20
xor2_1	20
nand2_1	24
ha_1	8
and2_1	4
and4_1	8
o21ai_0	11
a22oi_1	9
clkinv_4	2
nor3b_1	2
and3_1	3
o31ai_1	9
or3_1	11
clkbuf_16	11
nor4b_1	2
inv_6	2
nand3_1	32
nor3_1	12
nor4bb_1	3
xnor2_1	30
or4_1	10
a21oi_1	35
a31o_2	3
worst max-delay path, cell delays in order, from the launching register on:
cell and delay [ps]:
dfxtp_1 390, inv_1 60, ha_1 180, nor4bb_1 140, and4_1 220, o31ai_2 670
buf_4 290
cell families after synthesis:
group | after synthesis | share of synthesized area [%]
XOR/XNOR | 50 | 9.744
flip-flops | 108 | 49.00
AND-OR/OR-AND | 75 | 10.16
other | 1 | 0.08344
buffers and inverters | 39 | 3.564
adder cells (fa/ha/maj) | 8 | 2.227
AND/OR/NAND/NOR | 201 | 25.22
sequential cells by signal, indices dropped and copies added, names as in the netlist:
name / flops
d3.myled: 1
d2.button_in: 1
d1.myled: 1
d1.button_in: 1
d3.counter: 25
d3.button_in: 1
d4.myled: 1
d4.counter: 25
d2.counter: 25
d4.button_in: 1
d2.myled: 1
d1.counter: 25
metrics by stage:
stage	setup slack [ps]	hold WS (ps)	power, µW	util (%)	area (µm²)
global placement	1343	391.9	1312	33.10	4828
finish	1261	400.2	2336	35.30	5150
global route	1113	417.5	2433	35.30	5150
detailed placement	1270	396.3	1313	33.10	4828
floorplan	1607	385.5	1297	-	4581
CTS	1260	403.6	2381	35.30	5150
path summary, 6_finish.rpt:
check                     start       end  slack, ps  cells past startpoint
setup / recovery  d4.counter[0]  d4.myled       1260                      6
hold / removal     d4.button_in  d4.myled        400                      0
hold reg to reg    d4.button_in  d4.myled        400                      0
setup reg to reg  d4.counter[0]  d4.myled       1260                      6
metal layers:
layer / share of wire, % / up-vias / global-route usage (%)
met5: 0 / - / 0
met4: 1.5 / 0 / 1.488
met3: 4.0 / 8 / 2.539
met2: 43 / 47 / 16.48
met1: 52 / 1525 / 15.66
li1: - / 1768 / -
Power is estimated from default activity; no workload was simulated.
