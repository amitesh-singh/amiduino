==> design/flow/design.v <==
module led_daisy_chain(input clk,
                       output led1, led2, led3, led4);
reg [25: 0] counter;
parameter CPU_CLK = 25_000_000;
parameter LED1_ON = 1;
parameter LED2_ON = 2;
parameter LED3_ON = 3;
parameter LED4_ON = 4;
parameter TIMEOUT_CYCLES =  10_000_000;
reg [4: 0] led_state;
reg led_revert;
initial begin
    counter = 0;
    led_state = 0;
    led_revert = 0;
    led1 <= 1;
    led2 <= 1;
    led3 <= 1;
    led4 <= 1;
end
always @(posedge clk) begin
    counter = counter + 1'b1;
    if (counter == CPU_CLK && led_state == 0) begin
        if (led_revert == 0) led1 <= 0;  
        else led4 <= 0;
        counter = 0;
        led_state = LED1_ON;
    end 
    if (counter == TIMEOUT_CYCLES && led_state >= 1 && led_state <= 5) begin
        if (led_revert == 0 && led_state == LED2_ON) led2 <= 0;
        if (led_revert == 0 && led_state == LED3_ON) led3 <= 0;
        if (led_revert == 0 && led_state == LED4_ON) led4 <= 0;
        if (led_revert == 1 && led_state == LED2_ON) led3 <= 0;
        if (led_revert == 1 && led_state == LED3_ON) led2 <= 0;
        if (led_revert == 1 && led_state == LED4_ON) led1 <= 0;
        led_state = led_state + 1;
        counter = 0;
    end
    if (led_state >= 6) begin
        led_state = 0;
        led1 <= 1;
        led2 <= 1;
        led3 <= 1;
        led4 <= 1;
        led_revert = ~led_revert;
    end
end
endmodule
==> design/flow/run.sh <==
#!/bin/bash
# OpenROAD 26Q1-2900-gdf79404cd8, Yosys 0.63+post, stock flow scripts
make -C /OpenROAD-flow-scripts/flow DESIGN_CONFIG=/design/flow/config.mk WORK_HOME=/design/flow/orfs finish
==> design/flow/config.mk <==
export PLATFORM = sky130hd
export DESIGN_NAME = led_daisy_chain
export DESIGN_NICKNAME = led_daisy_chain
export VERILOG_FILES = /design/flow/design.v
export SDC_FILE = /design/flow/constraint.sdc
export NUM_CORES = 4
export LEC_CHECK = 1
export CORE_AREA = 10 10 104 104
export DIE_AREA = 0 0 114 114
==> design/flow/constraint.sdc <==
current_design led_daisy_chain

set clk_period 6.1
set clk_io_pct 0.2

create_clock -name clk0 -period $clk_period [get_ports {clk}]

set non_clock_inputs [all_inputs -no_clocks]
set_input_delay [expr $clk_period * $clk_io_pct] -clock clk0 $non_clock_inputs
set_output_delay [expr $clk_period * $clk_io_pct] -clock clk0 [all_outputs]
==> notes.md <==
Status on the layout run. Area added between synthesis and finish landed at 10.67%. Placeable core area landed at between 0.008 and 0.009 mm2. Mean instance size in the synthesized netlist landed at roughly 8.4 um2. Number of storage elements in the synthesis netlist landed at 36.

The share of total power dissipated in sequential elements is 0.509. TritonCTS built the clock tree. Total of hold buffers inserted after clock tree synthesis landed at 0. Number of antenna violations at the first check in global routing landed at 0.

Number of filler cells placed in the layout landed at 927. Largest fanout of any net on the critical path landed at 16. In this run the critical register-to-register path is launched from counter[0]. Logic depth along the worst register-to-register path is recorded as 10. Required arrival time at the worst endpoint landed at 6270 ps. The chip occupies 0.01300 mm2. Number of cells in Yosys stat landed at 254. The report gives the cell count of the worst hold path as 1. Number of cells upsized or downsized after cts landed at 0.

The switching portion of total power comes to 0.1847. Total negative setup slack landed at 0 ps. Highest attainable clock frequency landed at 249.8 MHz. Entering global routing, the biggest net connects 17 pins. Row generation in the floorplan step produced 34 rows. Per STA, the highest per-stage delay on the worst path measures between 500 and 600 ps. In the synthesized netlist the dominant register cell turns out to be sky130_fd_sc_hd__dfxtp_1. Final RePlAce weighted congestion landed at 0.9549. Per the detailed-route log, wirelength across all metal layers totals approximately 5 mm. Buffer and inverter count on the worst path landed at 2. In this run the cell area of the synthesized design comes to around 0.0021 mm2. Looking at the reg2reg group, the worst path ends at counter[7]. Summed over all nets, the half-perimeter wirelength after detailed placement is around 3.6 mm. Summed over all cells, the static leakage comes to approximately 0.00075 uW. Power density normalized to cell area landed at around 200 mW/mm2. Register area landed at between 700 and 800 um2. Per the synthesis report, the number of distinct cell types is roughly 55. Number of global-route vias before repair landed at 1,606. Worst relative slew slack landed at 0.5024.

Per STA, the worst path is made up of ha_1, inv_1, or3_4, or4_4, a211oi_1, or4b_1, nor4_4, buf_4, nand2b_2, nor2_1. STA classifies the critical path startpoint as a flop. The number of placed instances, taps included, is 350. Combinational cell fraction of total power landed at 0.007. Per the detail_route report, DRC violations left total 0. According to the timing report, the critical path is launched from counter[0]. The post-synth count of flops with an enable pin is 1. Total number of yosys warnings landed at 17.

Detail-routed via count per cell landed at approximately 5.1. Number of primary I/O pins landed at 5. For this run, the script counts the antenna cells in the layout as 0.

Final tally of hold violations landed at 0. Area of the synthesized netlist per yosys stat landed at 0.002122 mm2. Post-CTS repair timing setup buffer count landed at 0. TritonCTS reports the number of clock sinks as 36. Counting along the longest clock path gives a buffer depth of 2.

STA reports a reg2reg setup slack of 2100 ps. Max-cap check violation count landed at 0. The finished layout holds 358 standard cells, fillers aside. The launch point of the worst min-delay path is recorded as led4. The run finished with clean final reports.

Switching power landed at around 87 uW. After synthesis, the share of flip-flops with an asynchronous set or reset is 0. The floorplan step records an initial core utilization of 0.2445. For the finished layout, the period the worst path requires is about 4000 ps. On the worst setup and hold paths after CTS, the clock-pin slew comes to roughly 70 ps. Count of port buffers added during placement landed at 4. Total number of warnings across the stage logs landed at 25. Of the cells placed in the final design, the portion with a size suffix greater than 1 is 0.08400. The tightest min-delay check is of the reg -> reg type. According to the floorplan report, the die height is 114 um.

Per the log, the first TritonRoute iteration ended with a DRC count of between 150 and 200. Total overflow reported by the global router landed at 0. Part of the cycle the worst path needs landed at 0.6561. Looking at the hold checks, the worst path lands on led4.

Total track usage landed at 0.07515. On the critical path, the stage with the largest delay is an instance of sky130_fd_sc_hd__ha_1. Setup repair after global routing left no endpoint under its margin. Internal power of the cells landed at about 380 uW. STA classifies the critical path endpoint as a flop. Total area of multi-input combinational cells landed at 0.001282 mm2. By startpoint and endpoint, the worst setup path is classified as reg -> reg. At the later pin of the worst-skew pair, clock insertion delay measures about 280 ps.

After layout, the setup clock skew is reported as between 2 and 3 ps. Looking at the clock tree report, the root buffer type is sky130_fd_sc_hd__clkbuf_8. The last timing report of the flow puts the setup violation total at 0. Counting the buffers created by CTS gives 5. Number of max-slew violations in the final report landed at 0. In this run the horizontal extent of the chip is around 110 um.

Part of the total power dissipated in the clock network landed at 0.485. For the pin with the worst max-slew slack, the measured transition is between 700 and 800 ps. At the worst endpoint, the arrival time is about 4200 ps. The first global-routing pass estimated just over 8 mm of wire.

Overall via count from detail_route landed at around 1,800. The analysis reports a worst IR drop on VDD of about 0.14 mV. Number of H-tree branching levels landed at 2. Sequential cell area fraction in the yosys report landed at 0.3443.

Count of TritonRoute iterations in the first routing pass landed at 4. Per STA, the worst path accumulates the most delay in the family simple AND/OR/NAND/NOR gates. After detailed routing, the average wire length per cell comes to ~14 um. Antenna violation net count after detailed routing landed at 0. Number of cells produced by synthesis landed at approximately 250.
## routing by layer
layer	vias up	track usage	routed length, um
met5	-	0	0
met4	0	0.01086	65
met3	6	0.01542	269
met2	54	0.1143	2158
met1	837	0.1101	2471
li1	912	-	-
## state kept, by name (all words and copies together), names as in the netlist
signal / flops
led3: 1
counter: 26
led_state: 5
led4: 1
led1: 1
led_revert: 1
led2: 1
## cell families after synthesis
logic type / Yosys count / share of synthesized area
AND-OR/OR-AND: 39 / 0.1309
XOR/XNOR: 30 / 0.1238
adder cells (fa/ha/maj): 1 / 0.005895
buffers and inverters: 25 / 0.05307
flip-flops: 36 / 0.3443
multiplexers: 1 / 0.005306
other: 1 / 0.001767
AND/OR/NAND/NOR: 121 / 0.3349
## cells in the final DEF, fill, tap and decap left out, drive strengths merged, types with 3 or more instances in the layout
cell type,count
a21o,3
or4,6
clkbuf,7
a21oi,8
nor2b,4
dfxtp,35
nor2,24
a31oi,4
nand3,13
xor2,15
nor3,6
o311ai,3
nand4,14
and4,5
inv,7
o31ai,4
clkdlybuf4s50,4
nor4,10
nand2,22
xnor2,15
nand2b,3
## cell usage after synthesis, types with 7 or more instances
library cell,n,share of area
sky130_fd_sc_hd__dfxtp_1,35,0.33
sky130_fd_sc_hd__xnor2_1,15,0.062
sky130_fd_sc_hd__xor2_1,15,0.062
sky130_fd_sc_hd__nand3_1,13,0.031
sky130_fd_sc_hd__buf_2,9,0.021
sky130_fd_sc_hd__nand4_1,13,0.038
sky130_fd_sc_hd__nor4_1,7,0.021
sky130_fd_sc_hd__inv_1,7,0.012
sky130_fd_sc_hd__nand2_1,22,0.039
sky130_fd_sc_hd__nor2_1,24,0.042
sky130_fd_sc_hd__clkbuf_1,7,0.012
sky130_fd_sc_hd__a21oi_1,8,0.019
## power by group through the flow
| stage | Combinational, uW | Clock [uW] | Sequential (uW) |
|---|---|---|---|
| 4_1_cts | 3.18 | 232 | 239 |
| 5_1_grt | 3.62 | 242 | 239 |
| 6_report | 3.19 | 227 | 239 |
## area by class of cell
class,instances,area share
multi-input cells,194,0.5461
flip-flops and latches,36,0.3111
well taps,108,0.05754
clock buffers,7,0.04102
repair buffers,5,0.02025
clock inverters,1,0.01279
inverters,7,0.01119
## per-stage QoR
| stage | worst slack (ps) | instance area [um2] | utilization | hold slack, ps | total power, uW |
|---|---|---|---|---|---|
| after global routing | 1899 | 2349 | 0.2706 | 483.1 | 484.6 |
| after detailed placement | 2122 | 2222 | 0.2561 | 443.3 | 247.2 |
| after CTS | 2090 | 2349 | 0.2706 | 465.2 | 473.8 |
| final | 2098 | 2349 | 0.2706 | 463.2 | 469.3 |
| after floorplan | 3078 | 2126 | - | 403.3 | 246.2 |
| after global placement | 2291 | 2222 | 0.2561 | 436.5 | 247.2 |
## worst max-delay path by stage
stage	endpoint	cells past startpoint
final	counter[7]	10
after global routing	counter[12]	10
after CTS	counter[7]	10
Power figures rest on the tool's default switching activity, not on a simulated workload.
